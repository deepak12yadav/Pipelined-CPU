File: design/flow/run.sh
#!/bin/bash
# OpenROAD 26Q1-2900-gdf79404cd8, Yosys 0.63+post, stock flow scripts
make -C /OpenROAD-flow-scripts/flow DESIGN_CONFIG=/design/flow/config.mk WORK_HOME=/design/flow/orfs finish
File: design/flow/config.mk
export PLATFORM = sky130hd
export DESIGN_NAME = INS_MEM
export DESIGN_NICKNAME = INS_MEM
export VERILOG_FILES = /design/flow/design.v
export SDC_FILE = /design/flow/constraint.sdc
export NUM_CORES = 4
export LEC_CHECK = 1
export CORE_AREA = 10 10 70 70
export DIE_AREA = 0 0 80 80
File: design/flow/constraint.sdc
current_design INS_MEM

set clk_period 1.3
set clk_io_pct 0.2

create_clock -name clk0 -period $clk_period

set non_clock_inputs [all_inputs -no_clocks]
set_input_delay [expr $clk_period * $clk_io_pct] -clock clk0 $non_clock_inputs
set_output_delay [expr $clk_period * $clk_io_pct] -clock clk0 [all_outputs]
File: design/flow/design.v
`timescale 1ns / 1ps
module INS_MEM(in,out);
	input [4:0] in;
	output [15:0] out;
	reg [15:0] memory[31:0];
	integer i;
	initial begin
			for(i=0;i<32;i=i+1)
			begin
				memory[i]=16'b0;
			end
			memory[21]=16'b1111010000000000;  
			memory[22]=16'b1111010000100000;	 
			memory[23]=16'b1010000000000001;	 
			memory[24]=16'b0001000000000011;	 
			memory[25]=16'b1111000000100000;  
			memory[26]=16'b1111100000000000;	 
			memory[27]=16'b1111110000000000;	 
			memory[28]=16'b1111100100100000;	 
			memory[29]=16'b1111000000100000;  
			memory[30]=16'b1111100000000000;  
			memory[31]=16'b1111000000000000;  
	end
	assign out = memory[in];
endmodule
==> summary.txt <==
run results: run status=finished, violations left, violated checks=setup timing, placeable core area=3420 um^2, drt pass-1 iters=2, max-slew violations=0, fraction of layout instances using a drive strength above 1=59.7%, most frequent cells in the layout=10 x sky130_fd_sc_hd__buf_2, 8 x sky130_fd_sc_hd__buf_6, 6 x sky130_fd_sc_hd__nand2_1, 6 x sky130_fd_sc_hd__conb_1, 6 x sky130_fd_sc_hd__buf_4, Vias/cell=2.99, cell leakage power=0.276 nW, path type of the worst setup path=in2out, smallest setup slack after layout=-0.00490 ns, number of warnings the tools reported=37, number of placed I/O pins=21, number of global-route vias before repair=roughly 340, Hold-fix buffers, CTS=0, Cell Area, Synth=between 200 and 300 um^2, setup repair after global routing missed its margin=true, total wire length after detailed routing=1030 um, wire length of the first global-routing pass=roughly 1600 um, crit share post-route=100%, arrival time worst endpoint=1.04 ns, area of the synthesized netlist per yosys stat=~270 um^2, maximum number of pins on one net before global-route repair=9, starting utilization of the core area=between 8 and 9%, Cell Type Count=17, Iteration-0 DRC Markers=34, final setup violation count=1, busiest layer in global routing=met2, endpoints failing hold=0, critical path required time=1.04 ns, routed via count=between 300 and 400, final critical-path required period=between 1 and 1.5 ns, yosys cell count=around 42, global placer's final weighted congestion=roughly 0.73, number of antenna diodes=0, post-detailed-route wirelength per cell=approximately 9.1 um, cell area power density=~250 nW/um^2, worst vdd rail ir drop=0.0495 mV, number of buffers inserted by port buffering=15, max-capacitance violation count=0, global-route met1 utilization=3.23%, FMAX=approximately 0.77 GHz, number of cells produced by synthesis=approximately 42, global routing met2 resource utilization=roughly 5.4%, die area=6400 um^2, Worst Hold Slack=between 0.8 and 0.9 ns, FF/Latch Area=0 um^2, Synth top area share=21.9%, highest fanout seen on the critical path=2, top cells by area in the synthesized netlist=sky130_fd_sc_hd__buf_4 22%, sky130_fd_sc_hd__ha_1 18%, sky130_fd_sc_hd__nand2_1 11%, sky130_fd_sc_hd__and2_1 6.8%, sky130_fd_sc_hd__o21ai_1 5.5%, endpoint type of the worst setup path=primary output, number of clock buffer instances in the layout=0, number of flip-flops and latches=0, total half-perimeter wirelength after legalization and detailed placement=742 um, met3 track utilization from global routing=less than 1%, Total Power=between 100 and 150 uW, post-synthesis sequential area ratio=0%, grt ovf=0, DR DRC count=0, Synth area leader=sky130_fd_sc_hd__buf_4, category of the worst setup path launch point=input pin, Synth Area per Inst=6.52 um^2, number of antenna violations at the first check in global routing=0, type of the tightest min-delay check=in2out, highest-count logic cell in the final layout=sky130_fd_sc_hd__buf_2, FP Rows=21, total routing usage reported by global routing=under 10%, post-detailed-route count of antenna-violating nets=0, layout-stage area growth over the synthesis result=110%, number of warnings issued by yosys=1, horizontal die size=around 80 um, Chip Height=80 um
## cell type report
class | instances | area (um^2)
Fill cell | 395 | 2840
Multi-Input combinational cell | 36 | 256
Timing Repair Buffer | 29 | 245
Tap cell | 46 | 57.6
Inverter | 2 | 15.0
## path summary, 6_finish.rpt
kind | to | from | cells after the start | slack [ns]
max | out[10] | in[1] | 7 | -0.005
min | out[14] | in[2] | 4 | 0.89
## worst max-delay path: stages
cell and delay, ns:
sky130_fd_sc_hd__buf_8 0.08, sky130_fd_sc_hd__inv_6 0.03, sky130_fd_sc_hd__ha_4 0.26, sky130_fd_sc_hd__nand2_2 0.05, sky130_fd_sc_hd__o22ai_1 0.14, sky130_fd_sc_hd__and2_1 0.13, sky130_fd_sc_hd__buf_2 0.09
## cell usage after synthesis
library cell               n
sky130_fd_sc_hd__nand2b_1  1
sky130_fd_sc_hd__o22ai_1   1
sky130_fd_sc_hd__buf_4     8
sky130_fd_sc_hd__conb_1    1
sky130_fd_sc_hd__a21boi_1  1
sky130_fd_sc_hd__inv_1     2
sky130_fd_sc_hd__a211oi_2  1
sky130_fd_sc_hd__a21oi_1   1
sky130_fd_sc_hd__ha_1      4
sky130_fd_sc_hd__nor2b_1   1
sky130_fd_sc_hd__and2_1    3
sky130_fd_sc_hd__nor2_1    4
sky130_fd_sc_hd__o21ai_1   3
sky130_fd_sc_hd__nand2_1   8
sky130_fd_sc_hd__nand4b_1  1
sky130_fd_sc_hd__mux2i_1   1
sky130_fd_sc_hd__buf_6     1
## report_power, final
part,internal (mW),total [mW],switching [mW]
combinational,0.0875,0.146,0.0588
clock,0,0,0
sequential,0,0,0
## cell families (layout without fill, tap and decap cells)
family	count (synthesis)	after routing	share of synthesized area, %
AND/OR/NAND/NOR	18	18	31.1
buffers and inverters	11	31	28.8
AND-OR/OR-AND	7	7	16.9
adder cells (fa/ha/maj)	4	4	18.3
other	1	6	1.37
multiplexers	1	1	3.65
## per-layer routing
| metal | up-vias | routed length, um |
|---|---|---|
| met5 | - | 0 |
| met4 | 0 | 0 |
| met3 | 0 | 105 |
| met2 | 12 | 500 |
| met1 | 155 | 422 |
| li1 | 171 | - |
## stage by stage
step / instance area [um^2] / setup TNS (ns) / setup WS, ns / util [%] / cells
6_report: 574 / -0.00490 / -0.00490 / 16.8 / 113
5_1_grt: 574 / -0.168 / -0.0506 / 16.8 / 113
4_1_cts: 564 / -0.00989 / -0.00617 / 16.5 / 113
3_5_place_dp: 489 / -7.24 / -0.854 / 14.3 / 107
3_3_place_gp: 489 / -7.34 / -0.873 / 14.3 / 107
2_1_floorplan: 293 / 0 / 0.186 / - / 47
## what timing repair did
action / in CTS / in global routing
gates cloned: 0 / 0
hold endpoints to repair: 0 / 0
setup buffers: 6 / 0
pin swaps: 12 / 6
endpoints found under the setup margin: 10 / 7
gates resized: 71 / 3
No activity file was given, so power comes from the tool's default toggle rates.
