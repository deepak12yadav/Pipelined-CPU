==> ./design.v <==
`timescale 1ns / 1ps
module ALU(X,Y,Z,fsel,Cout);
	input[15:0] X,Y;
	input[2:0]fsel;
	output[15:0] Z;
	output Cout;
	reg Cout;
	reg[15:0] Z;
	integer i;
	always @(X or Y or fsel)
	begin
		Cout = 0;
		if(fsel == 3'b000)
			begin
			Z=0;  
			end
		else if(fsel == 3'b001)
			begin 
			Z =X+Y; 
			for (i = 0; i < 15; i = i + 1)
			begin
				Cout = (X[i]&Y[i]) | ((X[i]^Y[i]) & Cout);      
			end
			end
		else if(fsel == 3'b010)
			begin 
			Z=X-Y;
			end
		else if(fsel == 3'b011)
			begin
			Z=-X;
			end
		else if(fsel == 3'b100)
			begin 
			Z = X^Y;
			end
		else if(fsel == 3'b101)
			begin 
			Z=~X;
			end
		else if(fsel == 3'b110)
			begin 
			Z=X;
			end
		else
			begin
			Z=0;
			end
	end
endmodule
==> ./config.mk <==
export PLATFORM = sky130hd
export DESIGN_NAME = ALU
export DESIGN_NICKNAME = ALU
export VERILOG_FILES = /design/flow/design.v
export SDC_FILE = /design/flow/constraint.sdc
export NUM_CORES = 4
export LEC_CHECK = 1
export CORE_UTILIZATION = 30
==> ./constraint.sdc <==
current_design ALU

set clk_period 13.6
set clk_io_pct 0.2

create_clock -name clk0 -period $clk_period

set non_clock_inputs [all_inputs -no_clocks]
set_input_delay [expr $clk_period * $clk_io_pct] -clock clk0 $non_clock_inputs
set_output_delay [expr $clk_period * $clk_io_pct] -clock clk0 [all_outputs]
==> ./run.sh <==
#!/bin/bash
# OpenROAD 26Q1-2900-gdf79404cd8, Yosys 0.63+post, stock flow scripts
make -C /OpenROAD-flow-scripts/flow DESIGN_CONFIG=/design/flow/config.mk WORK_HOME=/design/flow/orfs finish
==> impl_metrics.env <==
# source this file to load flow results
export IMPL_design_seq_count=0
export IMPL_swShare_pct=54.2
export IMPL_drcViolationCount=0
export IMPL_slew_headroom_pct=46.7
export IMPL_internal_power_summed_over_all_cells_w=0.0000573
export IMPL_top_cell_area_share_pct=14.5
export IMPL_pd_cells_mw_per_mm2=39.6
export IMPL_postSynthAreaPerCell_sq_um=6.53
export IMPL_seq_power_share_pct=0
export IMPL_dr_first_iter_drc_count=302
export IMPL_power_leakage_nw=1.27
export IMPL_and_or_or_and_cells_area_fraction_pct=36.4
export IMPL_grt_pass1_vias=2844
export IMPL_wire_per_inst_um=16.0
export IMPL_floorplan_die_area_sq_mm=0.00929
export IMPL_finalClockPeriodUsage_pct=67.1
export IMPL_grt_util_all_layers_pct=19.5
export IMPL_die_size_x_um=96.4
export IMPL_buffer_ports_inserted=52
export IMPL_yosys_top_cells_count="sky130_fd_sc_hd__nand2_1 (42), sky130_fd_sc_hd__nor2_1 (41), sky130_fd_sc_hd__o21ai_0 (41)"
export IMPL_cpMaxStageDelayCell="sky130_fd_sc_hd__or4_1"
export IMPL_worstSetupPathType="in2out"
export IMPL_cap_viol_max_count=0
export IMPL_crit_path_max_fanout=6
export IMPL_power_share_combinational_pct=100.0
export IMPL_post_place_ws_ps=4570
export IMPL_tool_warnings=47
export IMPL_post_synth_main_area_contributors="sky130_fd_sc_hd__ha_1 (15%), sky130_fd_sc_hd__o21ai_0 (7.7%), sky130_fd_sc_hd__nand2_1 (5.9%), sky130_fd_sc_hd__nor2_1 (5.8%), sky130_fd_sc_hd__a21oi_1 (5.6%)"
export IMPL_synth_adder_area_share_pct=16.8
export IMPL_cp_end_kind="primary output"
export IMPL_postCtsHoldBufs=0
export IMPL_max_freq_mhz=110
export IMPL_worst_ep_required_time_ps=10880
export IMPL_irDropWorstVdd_uv=18.0
export IMPL_worstPathArrival_ps=6410
export IMPL_overflow=0
export IMPL_ys_sh_simple_pct=26.8
export IMPL_route_final_wire_length_um=8730
export IMPL_yosys_stat_area_sq_mm=0.00267
export IMPL_postLayoutSetupSlackWorst_ps=4470
export IMPL_synth_lib_cells_used_distinct=66
export IMPL_grt_setup_unrepaired="no"
export IMPL_pwr_share_clk_pct=0
export IMPL_synth_largest_area_cell="sky130_fd_sc_hd__ha_1"
export IMPL_design_power_total_w=0.000125
export IMPL_synth_cellmix_xorXnorShare_pct=4.26
export IMPL_outcome="completed"
export IMPL_final_max_slew_violation_count=0
export IMPL_ios=52
export IMPL_drt_pass1_iterations=5
export IMPL_total_of_fill_cells_in_the_finished_design=952
export IMPL_holdCritPathClass="in2out"
export IMPL_crit_path_start_kind="primary input"
export IMPL_yosys_warnings=1
export IMPL_register_area_sq_um=0
export IMPL_mappedNetlistArea_sq_mm=0.00267
export IMPL_layout_drive_gt1_share_pct=4.58
export IMPL_finalHoldWorstSlack_ps=6610
export IMPL_grt_start_max_net_pins=41
export IMPL_tightestPinTransition_ps=797
export IMPL_path_cells="clkdlybuf4s50_1 -> inv_1 -> ha_1 -> inv_1 -> fa_1 -> a21oi_1 -> o22ai_1 -> o31ai_1 -> o21ai_0 -> mux2_2 -> a211oi_1 -> or4_1 -> clkdlybuf4s50_1"
export IMPL_slowest_delay_ps=550
export IMPL_gp_congestion=0.916
export IMPL_synth_cells=409
export IMPL_yosys_stat_cell_total=409
export IMPL_floorplan_initialDensity_pct=30.8
export IMPL_top_logic_kind="AND-OR/OR-AND gates"
export IMPL_setup_violations_final=0
export IMPL_clock_buffers=0
export IMPL_synth_yosys_seq_area_share_pct=0
export IMPL_final_min_clock_period_ps=9130
export IMPL_finalHoldViolations=0
export IMPL_postCtsResizedCells=0
export IMPL_antenna_left=0
export IMPL_via_count=3191
export IMPL_antenna_cells_inserted=0
export IMPL_core_area_sq_mm=0.00868
export IMPL_post_cts_setup_buffer_count=0
export IMPL_synthMostInstantiatedCell="sky130_fd_sc_hd__nand2_1"
export IMPL_grt_first_pass_wirelength_um=14400
export IMPL_detail_route_vias_per_cell=5.86
export IMPL_fp_row_count=34
export IMPL_area_growth_syn_to_layout_pct=18.4
export IMPL_place_detailed_hpwl_um=6630
export IMPL_setup_total_negative_slack_ps=0
export IMPL_switchingPower_w=0.0000679
export IMPL_grt_antenna_before_repair=0
export IMPL_die_size_y_um=96.4
export IMPL_mux_area_share_pct=3.42
## cell usage in the layout (no fill, tap or decap), types with 5 or more instances in the layout
| cell | n |
|---|---|
| sky130_fd_sc_hd__clkdlybuf4s50_1 | 52 |
| sky130_fd_sc_hd__nand2_1 | 42 |
| sky130_fd_sc_hd__o21ai_0 | 41 |
| sky130_fd_sc_hd__nor2_1 | 41 |
| sky130_fd_sc_hd__inv_1 | 34 |
| sky130_fd_sc_hd__ha_1 | 31 |
| sky130_fd_sc_hd__a21oi_1 | 30 |
| sky130_fd_sc_hd__nor3_1 | 15 |
| sky130_fd_sc_hd__xnor2_1 | 9 |
| sky130_fd_sc_hd__nor4_1 | 8 |
| sky130_fd_sc_hd__a211oi_1 | 8 |
| sky130_fd_sc_hd__mux2i_1 | 8 |
| sky130_fd_sc_hd__o21bai_1 | 6 |
| sky130_fd_sc_hd__o211ai_1 | 6 |
| sky130_fd_sc_hd__or4_1 | 5 |
| sky130_fd_sc_hd__o22ai_1 | 5 |
| sky130_fd_sc_hd__nand3_1 | 5 |
| sky130_fd_sc_hd__or3_1 | 5 |
| sky130_fd_sc_hd__buf_4 | 5 |
## layer usage
layer / track usage, % / up-vias / routed length (um)
li1: - / 1560 / -
met1: 30.0 / 1495 / 4220
met2: 31.0 / 130 / 3780
met3: 1.53 / 6 / 657
met4: 1.47 / 0 / 72
met5: 0 / - / 0
## through the flow
stage               utilization (%)  cell area, sq um  std cells
floorplan                         -              2670        409
global placement               36.4              3160        545
detailed placement             36.4              3160        545
CTS                            36.4              3160        545
global route                   36.4              3160        545
finish                         36.4              3160        545
## critical path: cells and delay by family
kind / cells / cell delay, ps
compound gates: 5 / 1190
mux: 1 / 250
simple gates: 1 / 550
buf+inv: 4 / 1110
fa+ha+maj: 2 / 590
## power by group through the flow
stage         sequential, W  combinational, W  clock [W]
CTS                       0          0.000124          0
finish                    0          0.000125          0
global route              0          0.000139          0
## path summary, 6_finish.rpt
path / from / end / depth (start not counted)
max: X[0] / Z[14] / 13
min: X[0] / Z[0] / 3
## cell families (layout without fill, tap and decap cells)
family	after synthesis	after routing
buf+inv	63	91
compound gates	145	145
xor+xnor	13	13
fa+ha+maj	34	34
mux	9	9
simple gates	145	145
## final cells by class
cell class / count / area, sq um / area share, %
well taps: 108 / 135 / 4.27
multi-input cells: 346 / 2340 / 74.1
inverters: 34 / 128 / 4.03
repair buffers: 57 / 558 / 17.6
Power figures rest on the tool's default switching activity, not on a simulated workload.
